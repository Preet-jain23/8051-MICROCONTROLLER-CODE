File: /design/flow/design.v
`timescale 1ns / 1ps
module RAM (
    input clk,	
    input rst,
    input rd,
    input wr,
    input is_bit_addr,
    input in_bit_data,
    input [7:0] in_data,
    input [7:0] addr,
    output reg out_bit_data,
    output reg [7:0] out_data
);
reg [7:0] Address;  
reg [7:0] buffer;  
reg [2:0]bit_select;
reg [7:0]mem[0:255];
integer i;
always@(posedge clk or posedge rst) begin
if(rst) begin
    for(i=0;i<256;i=i+1) begin
        mem[i] =4;
	 end
end 
else begin   
    if(is_bit_addr) begin   
        bit_select = addr[2:0]; 
        Address = {3'b000,addr[7:3]};
            if(rd) begin   
                if(addr>127 && addr<256) begin
                end
                else begin  
                    Address = {2'b0010,addr[6:3]}; 
                    buffer = mem[Address];
                    out_bit_data = buffer[bit_select];
                end
            end  
            else begin   
                if(wr) begin  
                    if(addr>127 && addr<256) begin
                 end
                 else begin  
                        Address = {2'b0010,addr[6:3]}; 
                        buffer = mem[Address];
                        buffer[bit_select] = in_bit_data;
                        mem[Address] = buffer;
                 end  
            end
            end   
    end
     else begin  
         if(rd) begin   
            if(addr>127 && addr<256) begin   
            end
            else begin  
                out_data = mem[addr];
            end 
         end
         else begin   
             if(addr>127 && addr<256) begin   
            end
            else begin
                mem[addr] = in_data;
            end
         end 
     end
end
end 
endmodule
File: /design/flow/run.sh
#!/bin/bash
# OpenROAD 26Q1-2900-gdf79404cd8, Yosys 0.63+post, stock flow scripts
make -C /OpenROAD-flow-scripts/flow DESIGN_CONFIG=/design/flow/config.mk WORK_HOME=/design/flow/orfs finish
File: /design/flow/config.mk
export PLATFORM = sky130hd
export DESIGN_NAME = RAM
export DESIGN_NICKNAME = RAM
export VERILOG_FILES = /design/flow/design.v
export SDC_FILE = /design/flow/constraint.sdc
export NUM_CORES = 4
export LEC_CHECK = 1
export CORE_UTILIZATION = 50
File: /design/flow/constraint.sdc
current_design RAM

set clk_period 4.4
set clk_io_pct 0.2

create_clock -name clk0 -period $clk_period [get_ports {clk}]

set non_clock_inputs [all_inputs -no_clocks]
set_input_delay [expr $clk_period * $clk_io_pct] -clock clk0 $non_clock_inputs
set_output_delay [expr $clk_period * $clk_io_pct] -clock clk0 [all_outputs]
==> summary.txt <==
impl run done, here's what came out: most frequent cells in the layout 1,792 x dfrtp_1, 1,308 x buf_4, 1,028 x a21o_1, flip-flops with a built-in enable 9, failing checks max-capacitance violations, max-slew violations, negative setup slack, Top cell excl fill/tap dfrtp_1, Die ar. 185,000 um2, largest net degree at the start of global routing 142, Max-slew headroom -0.0503, Setup Viol. Count Final 11, Chip Width 430 um, Critical Path RT 5.04 ns, vias in the first global route 83,100, Pint 41.5 mW, async set or reset register ratio after synthesis 0.996, CTS tree built, Initial DRT Pass Iterations 9, cells after synthesis ~7,500, Hold Path Class register to register, fin crit share 1.04, initial drt markers 10,900, Placeable Area 181,000 um2, Global Route Usage Sum 0.666, Post-Place Setup Slack -0.929 ns, initial antenna violation count about 100, Root Buffer Master clkbuf_16, Worst Setup Path Type primary input to register, final slew viol count 2, clk latency late pin 0.92 ns, Worst Path Arrival roughly 5.2 ns, via count 86,700, hold path depth 1, Max Cap Viol 1, yosys warns 2, tool warnings 59, Fin. Hold Viols 0, routed length per instance about 51 um, Setup crit start kind primary input, clk slew on worst S/H paths 0.06 ns, Port Buf Inserts 30, placer congestion estimate ~1.2, syn avg cell area 12.2 um2, Leak roughly 55 nW, layout cell share with drive strength beyond 1 0.385, Cell Pwr Density 517 nW/um2, final worst setup slack -0.194 ns, Post-Route WL approximately 580,000 um, H-tree lvl count 4, clock share of power 0.312, HPWL Detailed ~410,000 um, FP Rows 156, crit-path max FO 18, Clock Tree Buf Depth 3, vias per std cell around 7.7, clock skew approximately 0.058 ns, Most common reg cell dfrtp_1, Max VDD drop about 0.41 mV, Period minus WS final 4.59 ns, logic gate share of total power 0.182, drt drc 0, worst-case reg-to-reg path depth 8, Antenna Violating Nets Remaining 0, Post-synth seq share 0.567, Yosys chip area 91,400 um2, die height 430 um, RSZ-0062 raised after global routing no, global-route wire length before repair 764,000 um, Finished Cell Area 116,000 um2, synthesis-stage register bit count 2,057, GRT overflow 0, fmax 0.218 GHz, Syn Std Cell Area 91,400 um2, Cell Type Count between 90 and 100, placed instance area between 100,000 and 150,000 um2, Init Core Util 0.505, Sequential Power Share 0.506, IO Count 31, yosys cell count approximately 7,500, status complete, but fails checks, area grow syn2layout 26.9%, element type at the critical path end register, Psw 18.5 mW, switching share of total power 0.309, Slew @ Worst Pin 1.56 ns, total CTS buffers around 210, final core occ 0.640, Clock Sinks between 2,000 and 2,500
power groups by stage:
stage | combinational, mW | clock, mW | sequential (mW)
4_1_cts | 10.5 | 18.6 | 29.8
5_1_grt | 11.3 | 19.3 | 30.7
6_report | 10.9 | 18.7 | 30.4
area by class of cell:
| class | instances | area, um2 |
|---|---|---|
| multi-input cells | 4687 | 37200 |
| flip-flops and latches | 2057 | 51800 |
| inverters | 14 | 56.3 |
| repair buffers | 1648 | 16400 |
| clock buffers | 324 | 6340 |
| fillers | 13500 | 65200 |
| well taps | 2370 | 2970 |
| clock inverters | 71 | 833 |
| diodes | 139 | 348 |
kinds of logic after synthesis:
kind of cell,synth area share
adder cells (fa/ha/maj),0.000548
AND-OR/OR-AND,0.205
multiplexers,0.134
buffers and inverters,0.0309
flip-flops,0.567
AND/OR/NAND/NOR,0.0626
flip-flops by register name (all words and copies together) (netlist names):
name / count
out_data: 8
out_bit_data: 1
mem: 2048
cell usage after synthesis, drive strengths merged (39+ instances only):
cell type  number  area [um2]
a31oi          45         294
dfstp         256        6730
mux2         1038       11700
nor2          272        1030
mux2i          39         390
o21ai          94         470
a21o         1028        7720
nand2         199         747
o22ai         164        1040
nand3         158         791
dfrtp        1792       44800
clkbuf        584        2190
a22oi         503        3780
buf           135         583
a22o           67         587
nand4         103         657
nor4           69         444
a221oi         47         412
a32oi         223        1950
a21oi         151         812
nor3           97         564
metrics by stage:
| stage | total power, mW | setup TNS, ns | std cells | hold slack, ns |
|---|---|---|---|---|
| floorplan | 35.0 | - | 7477 | 0.441 |
| global placement | 40.0 | -1070.41 | 10800 | 0.454 |
| detailed placement | 40.5 | -959.40 | 10800 | 0.462 |
| CTS | 58.9 | 0 | 11200 | 0.477 |
| global route | 61.3 | 0 | 11200 | 0.482 |
| finish | 60.0 | -0.767 | 11300 | 0.477 |
final timing paths:
kind / from / end / slack [ns]
setup reg to reg: mem[159][3] / out_data[3] / 0.98
min in group asynchronous: rst / mem[54][4] / 0.87
hold / removal: mem[252][7] / mem[252][7] / 0.48
setup / recovery: addr[1] / out_data[0] / -0.19
hold reg to reg: mem[252][7] / mem[252][7] / 0.48
max in group asynchronous: rst / mem[241][0] / 2.08
worst max-delay path, cell delays in order:
cell	delay (ns)
clkdlybuf4s50_1	0.44
buf_4	0.18
ha_2	0.20
buf_4	0.18
buf_12	0.16
buf_4	0.17
and3b_2	0.25
buf_12	0.18
buf_4	0.25
a22oi_1	0.32
buf_4	0.18
o22ai_1	0.11
nor4_1	1.20
nand4_1	0.18
nor2_1	0.21
a31oi_1	0.10
metal layers:
layer  up-vias  global-route usage  part of all wire  wire, um
met4       154               0.555              0.12     67900
met5         -               0.340             0.011      6260
met1     43500               0.717              0.30    176000
li1      30900                   -                 -         -
met2      8945               0.776              0.37    213000
met3      3240               0.567              0.20    116000
what timing repair did:
| action | in CTS | in global routing |
|---|---|---|
| pin swaps | 0 | 2 |
| setup endpoints to repair | 8 | 89 |
| setup buffers | 0 | 2 |
| hold buffers | 0 | 0 |
| resized | 3 | 7 |
Power and IR drop assume default switching activity.
